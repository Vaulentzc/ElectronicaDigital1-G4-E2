==> design/flow/design.v <==
module frecDivMain #(
    parameter integer FrecIn = 25000000,  
    parameter integer FrecOut = 1500       
)(
    input wire clockIn,    
    output reg clockOut    
);
    localparam integer N = FrecIn / FrecOut;
    localparam integer NHalf = N / 2;  
    integer count = 0;
    always @(posedge clockIn) begin
        if (count >= (NHalf - 1)) begin
            count <= 0;
            clockOut <= ~clockOut;  
        end else begin
            count <= count + 1;
        end
    end
endmodule
==> design/flow/run.sh <==
#!/bin/bash
# OpenROAD 26Q1-2900-gdf79404cd8, Yosys 0.63+post, stock flow scripts
make -C /OpenROAD-flow-scripts/flow DESIGN_CONFIG=/design/flow/config.mk WORK_HOME=/design/flow/orfs finish
==> design/flow/config.mk <==
export PLATFORM = sky130hd
export DESIGN_NAME = frecDivMain
export DESIGN_NICKNAME = frecDivMain
export VERILOG_FILES = /design/flow/design.v
export SDC_FILE = /design/flow/constraint.sdc
export NUM_CORES = 4
export LEC_CHECK = 1
export CORE_AREA = 10 10 106 106
export DIE_AREA = 0 0 116 116
==> design/flow/constraint.sdc <==
current_design frecDivMain

set clk_period 4.7
set clk_io_pct 0.2

create_clock -name clk0 -period $clk_period [get_ports {clockIn}]

set non_clock_inputs [all_inputs -no_clocks]
set_input_delay [expr $clk_period * $clk_io_pct] -clock clk0 $non_clock_inputs
set_output_delay [expr $clk_period * $clk_io_pct] -clock clk0 [all_outputs]
==> run_results.csv <==
group,metric,value,unit
clock_network,worstSkewPairLatency,280,ps
synthesis,top_cells_by_area,"dfxtp_1 41%, xor2_1 12%, nor2_1 5.3%, nor2_2 4.4%, xnor2_1 3.9%",
detailed_routing,drtAntennaViolNets,0,
synthesis,async_flop_share,0,
synthesis,synthCells,167,
worst_setup_path,path_class,"reg2reg",
placed_design,gp_congestion,0.789,
global_routing,grt_overflow,0,
synthesis,ys_cells,167,
synthesis,yosysWarnings,1,
worst_setup_path,ff2ff_setup_slack,2570,ps
detailed_routing,vias_per_cell,3.95,
clock_network,cts_setup_buffers,0,
clock_network,cts_tree,"built",
global_routing,antenna_found_initial,0,
timing,period_needed,2130,ps
placed_design,portBuffers,1,
floorplan,fp-utilization,0.177,
floorplan,die_area,13500,µm²
timing,slew_violations,0,
synthesis,top_area_cell,"dfxtp_1",
min_path,holdPathEnd,"count[0]$_SDFF_PP0_",
timing,grt_setup_unrepaired,"no",
finish,drive_above_1_share,0.151,
timing,setup_tns,0,ps
synthesis,ff_type,"dfxtp_1",
clock_network,cts_hold_buf,0,
timing,fmax,470,MHz
clock_network,clock-root-buffer,"clkbuf_8",
synthesis,syn_avg_cell_area,9.36,µm²
clock_network,clk_path_buf_depth,2,
synthesis,synth_flops,33,
timing,finalSetupViolCount,0,
timing,slew_headroom,0.452,
detailed_routing,drt_iter0_markers,101,
worst_setup_path,cp_max_fo,23,
synthesis,ys_chip_area,1560,µm²
finish,fill_cells,960,
clock_network,cts.sinks,33,
detailed_routing,wire_per_inst,9.21,µm
synthesis,synth_top_area_share,0.410,
timing,tightest_slew,819,ps
floorplan,rows,34,
detailed_routing,vias,1106,
worst_setup_path,critPathCaptureType,"flop",
clock_network,cts-htree-levels,2,
detailed_routing,drc,0,
status,status,"completed",
clock_network,clk_pin_slew,60,ps
floorplan,die_y,116,µm
power_and_ir_drop,power.density,289,nW/µm²
global_routing,grt_usage,0.0416,
worst_setup_path,crit_required,4860,ps
detailed_routing,diodes,0,
clock_network,cts_made_buffers,5,
floorplan,core,8850,µm²
power_and_ir_drop,total_power,512,µW
worst_setup_path,r2r_start,"count[2]$_SDFF_PP0_",
power_and_ir_drop,ir_drop,0.0793,mV
synthesis,yosysMostFrequentCell,"dfxtp_1",
worst_setup_path,worst_r2r_endpoint,"count[13]$_SDFF_PP0_",
global_routing,first_global_vias,1087,
run,warnings,27,
synthesis,edf_count,1,
finish,fin_cells,280,
min_path,whs_path_depth,1,
global_routing,grt_pass1_wl,4760,µm
worst_setup_path,cp.arrival,2290,ps
detailed_routing,drt_wl_total,2580,µm
synthesis,top_cells_by_count,"32 x dfxtp_1, 22 x nor2_1, 22 x xor2_1",
clock_network,ctsResizeCount,0,
synthesis,synth_cell_type_count,31,
run,max-cap-violations,0,
worst_setup_path,worstRegToRegCells,6,
min_path,hold_class,"reg2reg",
worst_setup_path,start_kind,"flop",
timing,clock_skew,7.01,ps
placed_design,hpwlAfterDp,1750,µm
timing,hold_violations,0,
synthesis,synth_area,1560,µm²
timing,post-route-period-util,0.453,
power_and_ir_drop,p_leak,0.000721,µW
finish,area_growth,13.5,%
detailed_routing,first_pass_iters,4,
placed_design,dp_cells,272,
min_path,hold_start,"count[0]$_SDFF_PP0_",
floorplan,chipWidth,116,µm
synthesis,ys_seq_share,0.429,
global_routing,grt_max_degree,24,
floorplan,io_pins,2,
==> worst max-delay path by stage <==
stage                        from                   end
CTS           count[2]$_SDFF_PP0_  count[26]$_SDFF_PP0_
global route  count[2]$_SDFF_PP0_  count[17]$_SDFF_PP0_
finish        count[2]$_SDFF_PP0_  count[13]$_SDFF_PP0_
==> flip-flops by register name, summed over array words and instances (netlist names) <==
signal	count
count	32
clockOut	1
==> where the power goes <==
group	switching [µW]	leakage [µW]	internal, µW
registers	0	0.000269	281
clock network	99.4	0.0000542	132
logic	0	0.000398	0
total	99.4	0.000721	413
==> layer usage <==
metal | share of wire | GRT usage
met1 | 0.53 | 0.0594
met2 | 0.41 | 0.0630
met3 | 0.048 | 0.0110
met4 | 0.013 | 0.00667
met5 | 0 | 0
==> stage by stage <==
step | hold WS, ps | area [µm²] | worst slack, ps | utilization
4_1_cts | 484 | 1770 | 2560 | 0.201
5_1_grt | 529 | 1770 | 2380 | 0.201
6_report | 479 | 1770 | 2570 | 0.201
3_3_place_gp | 467 | 1670 | 2610 | 0.189
3_5_place_dp | 467 | 1670 | 2570 | 0.189
2_1_floorplan | 440 | 1560 | 3000 | -
==> critical path, stage by stage, from the launching register on <==
cell,delay (ps)
dfxtp_1,460
a2111oi_0,170
nor4b_1,270
o31ai_1,110
a21oi_2,510
buf_4,400
nor2_1,80
==> layout by cell type (no fill, tap or decap), types with 2 or more instances in the layout <==
| master | Yosys | layout |
|---|---|---|
| nand3_1 | 11 | 11 |
| nand4_1 | 9 | 9 |
| xnor2_1 | 7 | 7 |
| nor4_1 | 4 | 4 |
| clkbuf_8 | 0 | 7 |
| and3_1 | 6 | 6 |
| ha_1 | 2 | 2 |
| nor3_1 | 2 | 2 |
| xor2_1 | 22 | 22 |
| dfxtp_1 | 32 | 32 |
| nand2_1 | 12 | 12 |
| nor2_1 | 22 | 22 |
| nor4_4 | 2 | 2 |
| and4_1 | 2 | 2 |
| and2_1 | 2 | 2 |
| or4_1 | 2 | 2 |
| nor2_2 | 11 | 11 |
| inv_1 | 3 | 3 |
==> layout make-up <==
type	count	area, µm²	share of cell area
multi-input combinational	126	838	0.472
clock inverter	1	5.00	0.00282
sequential	33	671	0.378
clock buffer	7	96.3	0.0543
tap	108	135	0.0762
inverter	3	11.3	0.00635
timing repair buffer	2	17.5	0.00987
==> logic make-up (layout without fill, tap and decap cells) <==
group	after synthesis	in the layout	synth area share
compound gates	4	4	0.0208
xor+xnor	29	29	0.163
fa+ha+maj	2	2	0.0160
buf+inv	8	13	0.0344
flops	33	33	0.429
simple gates	91	91	0.337
Power is estimated from default activity; no workload was simulated.
