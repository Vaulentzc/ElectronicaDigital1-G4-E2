--- design/flow/run.sh ---
#!/bin/bash
# OpenROAD 26Q1-2900-gdf79404cd8, Yosys 0.63+post, stock flow scripts
make -C /OpenROAD-flow-scripts/flow DESIGN_CONFIG=/design/flow/config.mk WORK_HOME=/design/flow/orfs finish
--- design/flow/config.mk ---
export PLATFORM = sky130hd
export DESIGN_NAME = pulsadorNote
export DESIGN_NICKNAME = pulsadorNote
export VERILOG_FILES = /design/flow/design.v
export SDC_FILE = /design/flow/constraint.sdc
export NUM_CORES = 4
export LEC_CHECK = 1
export CORE_AREA = 10 10 91 91
export DIE_AREA = 0 0 101 101
--- design/flow/constraint.sdc ---
current_design pulsadorNote

set clk_period 7.2
set clk_io_pct 0.2

create_clock -name clk0 -period $clk_period [get_ports {clockIn}]

set non_clock_inputs [all_inputs -no_clocks]
set_input_delay [expr $clk_period * $clk_io_pct] -clock clk0 $non_clock_inputs
set_output_delay [expr $clk_period * $clk_io_pct] -clock clk0 [all_outputs]
--- design/flow/design.v ---
module frecDiv #(
    parameter integer FrecIn = 25000,  
    parameter integer FrecOut = 440    
)(
    input wire clockIn,                
    input wire [6:0] modulador,        
    output reg clockOut = 0            
);
    localparam integer N = FrecIn / (2 * FrecOut);    
    integer count = 0;
    always @(posedge clockIn) begin
        if (count >= ((N - 1) + (modulador / 10))) begin
            count <= 0;                
            clockOut <= ~clockOut;     
        end else begin
            count <= count + 1;        
        end
    end
endmodule
module pulsadorNote #(
    parameter integer FrecIn = 25000,     
    parameter integer FrecOut = 440       
)(
    input wire clockIn,         
    input wire pulsador,        
    input wire [6:0] modulador,  
    output wire ondaOut         
);
    wire clockDiv;        
    wire pulso_activo;    
    assign pulso_activo = ~pulsador;  
    frecDiv #(
        .FrecIn(FrecIn), 
        .FrecOut(FrecOut)
    ) divisor (
        .clockIn(clockIn),
        .clockOut(clockDiv),
        .modulador(modulador)   
    );
    assign ondaOut = pulso_activo ? clockDiv : 1'b0;
endmodule
==> impl_metrics.toml <==
# yosys + openroad results
[power_and_ir_drop]
internal_power_uw = 314
powerDensity_mw_per_mm2 = 226
switching_power_uw = 86.7
leakage_uw = 0.000719
swShare = 0.216
ir_drop_mv = 0.117
clock_power_share = 0.397
seq_power_share = 0.481
pwr-share-comb = 0.121

[finish]
final_core_util = 0.279
layout-drive-gt1-share = 0.0800
mostFrequentLayoutCell = "dfxtp_1"
syn2layout_area_growth_pct = 23.5
lay_top_cells = "dfxtp_1, conb_1, nor2_1"
post-route-cell-area_sq_mm = 0.00177

[cts]
cts_hold_buf = 0
clockRootBuffer = "clkbuf_8"
cts_tree = "done"
cts_buffers = 5
clkLatencyLatePin_ps = 270
postCtsSetupBuffers = 0
cts_resized = 0
cts.sinks = 33
htree_num_levels = 2
path_clk_slew_ps = 60
clockBufferDepth = 2

[critical_path]
cp.required_ps = 7110
arrival_ps = 5550
start_kind = "input port"
worstPathMaxFanout = 12
cp-end-kind = "flip-flop"
rr_startpoint = "divisor.count[0]$_SDFF_PP0_"
path_class = "input port to flip-flop"
startpoint = "modulador[4]"

[sta]
maxSlewHeadroom = 0.485
fmax_mhz = 177
rsz0062_at_grt = "no"
worst_pin_slew_ps = 763
final-max-slew-violation-count = 0
setup-violations-final = 0
fin_crit_sh = 0.783
skew_ps = 4.60
fin_tns_setup_ps = 0
finalHoldViolCount = 0
fin_crit_ps = 5640

[floorplan]
initial_core_util = 0.226
die_w_um = 101
core-area_sq_mm = 0.00635
chip_area_sq_mm = 0.0102
ios = 10
die_y_um = 101
std_cell_rows = 29

[detailed_routing]
n_antenna_cell = 0
finalWirelength_um = 2260
first_pass_iters = 3
drtIter0Drc = 37
antenna_left = 0
num_vias = 989
post_drt_via_cell_ratio = 3.92
wl_per_cell_um = 8.96
drc_errors = 0

[grt]
grt_pass1_vias = 910
grtUsageTotal = 0.0451
grt_first_pass_wirelength_um = 3940
antenna_found_initial = 0
grt_overflow = 0
grt_max_degree = 14

[yosys]
syn-instance-count = 140
async_reset_ff_frac = 0
netlist_area_sq_mm = 0.00144
yosysChipArea_sq_mm = 0.00144
syn-mean-instance-area_sq_um = 10.3
edf_count = 1
synth-main-ff-cell = "dfxtp_1"
seq_area_frac_synth = 0.467
yosysWarnings = 1
ys_types = 41
synth_flops = 33
ys_cells = 140

[flow_run]
maxCapViolations = 0
warning_count = 26

[place]
placed_area_sq_mm = 0.00167
hpwl_um = 1690
gp_congestion = 0.803
io_buffers = 8

[worst_hold_path]
worstHoldStart = "divisor.count[0]$_SDFF_PP0_"
hold_path.class = "flip-flop to flip-flop"

[run_status]
status = "completed"
-- power by group through the flow --
stage | clock network (uW) | logic [uW] | registers [uW]
final | 159 | 48.7 | 193
after CTS | 164 | 49.1 | 193
after global routing | 175 | 55.3 | 193
-- sequential cells by signal (all words and copies together), names as in the netlist --
name,count
divisor.clockOut,1
divisor.count,32
-- cell usage after synthesis (2+ instances only) --
cell type  count  area share
a21o_1         2       0.010
inv_1          6       0.016
nor3_1         2      0.0070
nand3_1        3       0.010
xor2_1         3       0.018
dfxtp_1       32        0.45
nand2_1        9       0.024
o21a_1         3       0.016
nor4_1         6       0.026
nor2_1        10       0.026
and2_1         3       0.013
a21oi_1        5       0.017
nand2b_1       5       0.022
o211ai_1       2       0.010
buf_2          2      0.0070
buf_6          2       0.016
o21ai_0        2      0.0070
nand4_1        2      0.0087
o22ai_1        4       0.017
ha_1           9       0.078
xnor2_1        4       0.024
nor2b_1        3       0.013
and3_1         3       0.013
-- stage by stage --
stage          hold slack [ps]  setup slack, ps  cells  power (uW)
2_1_floorplan              426             2320    164         235
3_3_place_gp               449             1280    245         245
3_5_place_dp               466             1290    245         246
4_1_cts                    481             1590    252         406
5_1_grt                    524             1200    252         424
6_report                   484             1560    252         401
-- metal layers --
metal,part of all wire,vias up,GRT usage
li1,-,544,-
met1,0.52,431,0.0640
met2,0.42,9,0.0658
met3,0.043,5,0.0173
met4,0.014,0,0.00536
met5,0,-,0
-- worst max-delay path: stages --
cell and delay, ps:
clkdlybuf4s50_1 620, nor2_1 310, inv_1 110, ha_1 350, nand2b_1 200, o21ai_4 220, o221ai_2 170, a221oi_1 340
o22ai_1 110, and3_1 200, ha_1 280, ha_1 280, a21o_1 110, a21o_1 110, a21oi_1 80, o41ai_2 620
-- cells by family (layout without fill, tap and decap cells) --
kind of cell,Yosys count,in the layout,share of synthesized area
AND-OR/OR-AND,30,30,0.185
XOR/XNOR,7,7,0.0427
adder cells (fa/ha/maj),9,9,0.0784
buffers and inverters,10,21,0.0383
flip-flops,33,33,0.467
other,1,25,0.00261
AND/OR/NAND/NOR,50,50,0.186
-- path summary, 6_finish.rpt --
check	cells past startpoint	endpoint	slack, ps
setup / recovery	16	divisor.clockOut$_DFFE_PP_	1560
hold / removal	1	divisor.count[0]$_SDFF_PP0_	480
setup reg to reg	7	divisor.clockOut$_DFFE_PP_	5120
hold reg to reg	1	divisor.count[0]$_SDFF_PP0_	480
-- final cells by class --
| cell class | count | area, sq um |
|---|---|---|
| multi-input combinational | 121 | 801 |
| clock buffer | 5 | 68.8 |
| timing repair buffer | 8 | 80.1 |
| tap | 77 | 96.3 |
| clock inverter | 2 | 35.0 |
| sequential | 33 | 671 |
| fill | 651 | 4580 |
| inverter | 6 | 22.5 |
Power and IR drop assume default switching activity.
